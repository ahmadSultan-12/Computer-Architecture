==> /design/flow/design.v <==
module MEMORY(input [31:0] Address, Wdata, input MemWrite, MemRead, clk, rst,
    output [31:0] Rdata);
    reg [31:0] Mem[63:0];
    integer i;
    assign Rdata = (MemRead)? Mem[Address[31:2]]:32'd0;
    always@(negedge clk or posedge rst) begin
        if(rst) begin
            Mem[0] = 32'b00001000000000000010000010000011;  
            Mem[1] = 32'b00001000010000000010000100000011;  
            Mem[2] = 32'b00000000001000001111000110110011;  
            Mem[3] = 32'b00000000001000001110001000110011;  
            Mem[4] = 32'b00000000001000001000000110110011;  
            Mem[5] = 32'b01000000001000001000001000110011;  
            Mem[6] = 32'b00001000001100000010000000100011;  
            Mem[7] = 32'b00001000010000000010001000100011;  
            Mem[8] = 32'b11111110001100011000000011100011;  
            for(i=9;i<32;i=i+1) Mem[i] = 32'd0;
            Mem[32] = 32'hF;  
            Mem[33] = 32'hA;  
            for(i=34;i<64;i=i+1) Mem[i] = 32'd0;
        end
        else if(MemWrite) Mem[Address[31:2]] = Wdata;
    end
endmodule
==> /design/flow/run.sh <==
#!/bin/bash
# OpenROAD 26Q1-2900-gdf79404cd8, Yosys 0.63+post, stock flow scripts
make -C /OpenROAD-flow-scripts/flow DESIGN_CONFIG=/design/flow/config.mk WORK_HOME=/design/flow/orfs finish
==> /design/flow/config.mk <==
export PLATFORM = sky130hd
export DESIGN_NAME = MEMORY
export DESIGN_NICKNAME = MEMORY
export VERILOG_FILES = /design/flow/design.v
export SDC_FILE = /design/flow/constraint.sdc
export NUM_CORES = 4
export LEC_CHECK = 1
export CORE_UTILIZATION = 40
==> /design/flow/constraint.sdc <==
current_design MEMORY

set clk_period 6.0
set clk_io_pct 0.2

create_clock -name clk0 -period $clk_period [get_ports {clk}]

set non_clock_inputs [all_inputs -no_clocks]
set_input_delay [expr $clk_period * $clk_io_pct] -clock clk0 $non_clock_inputs
set_output_delay [expr $clk_period * $clk_io_pct] -clock clk0 [all_outputs]
==> impl_metrics.env <==
# physical design summary
export IMPL_outcome="finished, violations left"
export IMPL_failed_checks="max-capacitance violations, negative setup slack"
export IMPL_crit_path_cell_trace="mux2i_1, nor2_1, a21oi_1, o2111ai_1, nor4_2, a31oi_4, buf_2"
export IMPL_routed_wl_mm=390
export IMPL_startpoint="Mem[29][30]"
export IMPL_timing_setup_critical_path_class="reg2out"
export IMPL_die_area_mm2=0.227
export IMPL_cell_area_after_technology_mapping_mm2=0.0899
export IMPL_clock_tree_htree_level_count=4
export IMPL_core_util_at_fp=0.403
export IMPL_global_route_usage_total=0.368
export IMPL_required_ps=4800
export IMPL_worst_hold_margin_ps=430
export IMPL_dr_total_vias=64100
export IMPL_worst_setup_hold_path_clk_slew_ps=50
export IMPL_critical_path_buf_inv_count=1
export IMPL_syn_mean_instance_area_um2=13.7
export IMPL_timing_final_hold_violations=0
export IMPL_place_port_buffers=73
export IMPL_synth_top_flop_cell="sky130_fd_sc_hd__dfrtn_1"
export IMPL_postPlaceCellArea_mm2=0.102
export IMPL_final_setup_viol_count=32
export IMPL_ys_warn_count=2
export IMPL_worst_path_max_delay_cell="sky130_fd_sc_hd__nor4_2"
export IMPL_height_of_the_die_um=476
export IMPL_routedWlPerCell_um=38.0
export IMPL_fraction_of_the_yosys_area_taken_by_sequential_cells=0.572
export IMPL_hp_start="Mem[56][28]"
export IMPL_timing_max_transition_violations_final=0
export IMPL_p_per_area_mw_per_mm2=310
export IMPL_finish_utilization=0.502
export IMPL_i_o_pin_cnt=100
export IMPL_post_synth_cell_types=63
export IMPL_hold_path_class="reg2reg"
export IMPL_largest_net_degree_at_the_start_of_global_routing=92
export IMPL_yosys_stat_chipArea_mm2=0.0899
export IMPL_crit_family="simple AND/OR/NAND/NOR gates"
export IMPL_ctsHoldBuffers=0
export IMPL_final_seq_area_mm2=0.0514
export IMPL_p_leak_nw=51.9
export IMPL_warning_count=138
export IMPL_synth_stat_cells=6551
export IMPL_globalRouteOverflowTotal=0
export IMPL_max_clock_path_buffers=3
export IMPL_timing_max_slew_rel_slack=0.0142
export IMPL_place_hpwl_mm=255
export IMPL_layout_top_cells="sky130_fd_sc_hd__mux2_2, sky130_fd_sc_hd__dfrtn_1, sky130_fd_sc_hd__a22oi_1, sky130_fd_sc_hd__buf_4, sky130_fd_sc_hd__buf_12"
export IMPL_synthCells=6551
export IMPL_worst_endpoint_arrival_ps=5630
export IMPL_setup_worst_path_end_class="output pin"
export IMPL_max_vdd_ir_drop_mv=0.268
export IMPL_worst_r2r_startpoint="Mem[29][2]"
export IMPL_fp_dieW_um=476
export IMPL_num_fill_cells=18300
export IMPL_max_reg_flops=2048
export IMPL_rrSetupSlack_ps=5100
export IMPL_timing_critical_path_slowest_cell_delay_ps=570
export IMPL_final_common_cell="sky130_fd_sc_hd__mux2_2"
export IMPL_clock_tree_root_cell="sky130_fd_sc_hd__clkbuf_16"
export IMPL_layout_drive_gt1_share=0.511
export IMPL_unrepaired_setup_endpoints_after_global_routing="true"
export IMPL_timing_reg2reg_worst_path_depth=2
export IMPL_number_of_global_route_vias_before_repair=65900
export IMPL_number_of_buffers_created_by_cts=213
export IMPL_cts_num_sinks=2048
export IMPL_layout_cell_area_non_filler_mm2=0.112
export IMPL_drt_iter0_drc=4888
export IMPL_worstPathMaxFanout=2
export IMPL_fin_skew_ps=0
export IMPL_finalWeightedCongestion=0.995
export IMPL_postSynth_asyncResetShare=1.00
export IMPL_antenna_found_initial=19
export IMPL_start_kind="flop"
export IMPL_number_of_flops_mapped_to_enable_cells_by_yosys=0
export IMPL_timing_rr_end="Mem[29][2]"
export IMPL_antenna_violating_nets_post_route=0
export IMPL_core_area_mm2=0.223
export IMPL_drc_errors=0
export IMPL_detail_route_vias_per_cell=6.24
export IMPL_rows=173
export IMPL_skew_pair_late_insertion_delay_ps=840
export IMPL_tritoncts="built"
export IMPL_maxCapViolations=1
export IMPL_area_growth_pct=24.4
export IMPL_final_critical_path_setup_slack_ps=-828
export IMPL_worst_pin_slew_ps=1470
export IMPL_mi_logic_area_mm2=0.0384
export IMPL_min_to="Mem[56][28]"
export IMPL_min_path_cells=1
export IMPL_drt_pass1_iterations=6
export IMPL_synth_ff_latch_count=2048
export IMPL_grt_pass1_wl_mm=540
==> where the power goes <==
| group | total (W) | internal [W] | switching [W] |
|---|---|---|---|
| Combinational | 0.00364 | 0.00195 | 0.00169 |
| Clock | 0.0139 | 0.00793 | 0.00599 |
| Sequential | 0.0171 | 0.0161 | 0.00100 |
==> area by class of cell <==
cell class / count / area share
Antenna cell: 9 / 0.000201
Clock buffer: 314 / 0.0564
Clock inverter: 165 / 0.0119
Inverter: 4 / 0.000168
Multi-Input combinational cell: 3842 / 0.343
Sequential cell: 2048 / 0.459
Tap cell: 2975 / 0.0333
Timing Repair Buffer: 906 / 0.0954
==> worst register-to-register path: stages, from the launching register on <==
cell	delay [ps]
sky130_fd_sc_hd__dfrtn_1	350
sky130_fd_sc_hd__buf_4	130
sky130_fd_sc_hd__mux2_2	260
==> synth_stat cells (48+ instances only) <==
library cell                  n  area share
sky130_fd_sc_hd__dfstp_2     83       0.024
sky130_fd_sc_hd__and3_1     111      0.0077
sky130_fd_sc_hd__a22oi_1    841       0.070
sky130_fd_sc_hd__buf_2      275       0.015
sky130_fd_sc_hd__nand2_1    162      0.0068
sky130_fd_sc_hd__nor2_1      56      0.0023
sky130_fd_sc_hd__clkbuf_1   272       0.011
sky130_fd_sc_hd__dfrtn_1   1965        0.55
sky130_fd_sc_hd__mux2_2    2034        0.25
sky130_fd_sc_hd__nand4_1    167       0.012
sky130_fd_sc_hd__nand3_1     56      0.0031
sky130_fd_sc_hd__nor4_1      48      0.0033
sky130_fd_sc_hd__buf_1       73      0.0030
==> routing by layer <==
metal  up-vias  part of all wire  GRT usage
met3      1132              0.15      0.212
met4        32             0.070      0.187
met1     33600              0.36      0.469
met2      3544              0.42      0.505
met5         -           0.00077    0.00107
li1      25700                 -          -
==> timing repair <==
item | in CTS | in global routing
pin swaps | 121 | 65
buffers inserted | 6 | 1
endpoints found under the setup margin | 60 | 35
resized | 354 | 78
==> worst max-delay path by stage <==
stage                 cells after the start  slack, ps         to
after CTS                                 8       -900  Rdata[26]
after global routing                      8       -920  Rdata[13]
final                                     7       -830  Rdata[30]
==> cells by family after synthesis <==
logic type | after synthesis | synth area share
compound gates | 1021 | 0.0857
buf+inv | 661 | 0.0332
flops | 2048 | 0.572
mux | 2097 | 0.263
simple gates | 724 | 0.0470
==> per-stage QoR <==
stage	setup WS (ps)	power, W	std cells	TNS, ps
after floorplan	-25860	0.0197	6551	-
after global placement	-1530	0.0206	9782	-999770
after detailed placement	-922	0.0208	9783	-1010880
after CTS	-902	0.0347	10300	-22550
after global routing	-923	0.0359	10300	-22900
final	-828	0.0346	10300	-20140
No activity file was given, so power comes from the tool's default toggle rates.
