## flow/run.sh

```bash
#!/bin/bash
# OpenROAD 26Q1-2900-gdf79404cd8, Yosys 0.63+post, stock flow scripts
make -C /OpenROAD-flow-scripts/flow DESIGN_CONFIG=/design/flow/config.mk WORK_HOME=/design/flow/orfs finish
```

## flow/config.mk

```make
export PLATFORM = sky130hd
export DESIGN_NAME = ALU
export DESIGN_NICKNAME = ALU
export VERILOG_FILES = /design/flow/design.v
export SDC_FILE = /design/flow/constraint.sdc
export NUM_CORES = 4
export LEC_CHECK = 1
export CORE_UTILIZATION = 30
```

## flow/constraint.sdc

```tcl
current_design ALU

set clk_period 25.7
set clk_io_pct 0.2

create_clock -name clk0 -period $clk_period

set non_clock_inputs [all_inputs -no_clocks]
set_input_delay [expr $clk_period * $clk_io_pct] -clock clk0 $non_clock_inputs
set_output_delay [expr $clk_period * $clk_io_pct] -clock clk0 [all_outputs]
```

## flow/design.v

```verilog
module ALU(out_sig, zero, a, b, alu_ct);
  output reg [31:0]out_sig;
  output zero;
  input [31:0]a;
  input [31:0]b;
  input [3:0]alu_ct;
  assign zero = (out_sig==0);
  always @ ( alu_ct, a, b) begin
	case ( alu_ct)
	0: out_sig <= a & b;  
	1: out_sig <= a | b;   
	2: out_sig <= a + b;  
	6: out_sig <= a - b;  
	default: out_sig <= 0;  
	endcase
   end
endmodule
```

==> run notes <==
Implementation summary

The leakage dissipation is roughly 1.7 nW. The total overflow left after global routing is 0. The data arrival time reported for the critical path is roughly 11000 ps. The maximum number of pins on one net before global-route repair is between 40 and 50.

Counting instances in the post-synthesis netlist gives the leading cell types as sky130_fd_sc_hd__nand2_1, sky130_fd_sc_hd__a21oi_1, sky130_fd_sc_hd__nor2_1. The path class of the tightest hold or removal check is in2out. In the final timing run, aggregate negative setup slack is 0 ps.

In this run the biggest area consumer among cell types represents 13.14% of the synthesized area. In this run the count of I/O pins placed on the die edge is 101. Once the clock tree was built, the setup fixing pass inserted 0 buffers. For this sky-water flow run, the detailed-routed wirelength per cell is reported as 17.18 um. The category of the worst setup path capture point is a primary output.

The number of gates resized after cts is 0. After technology mapping, the gate count stands at 492. Post-synthesis, Yosys gives the total cell area as 0.003237 sq mm.

The met1 track demand over resource in global routing is 34.63%. For met3 alone, demand over resource in global routing was 1.514%. The final period utilization is a little over three fifths. According to the floorplan report, the total die area is 0.01121 sq mm. The final weighted congestion recorded by global placement is 0.9681. Data on the critical path is required at its endpoint by 20560 ps. The remaining antenna violation count is 0. The register area share after synthesis is 0%. The tool warning count for the run is 34. The final max-slew violation count is 0. After floorplanning, the core was divided into 37 placement rows. The number of cells in the yosys synthesis report is around 490. After clock tree synthesis, the flow added hold-fix buffers numbering 0.

The layout cell share with drive strength beyond 1 is 2.410%. The worst setup path startpoint is alu_ct[0]. The shortest period the worst path allows is around 16000 ps.

The count of warnings emitted by yosys is 1. The final layout contains a sequential cell count of 0. The number of global-route vias before repair was 3697. The worst slew margin relative to its limit is 40.72%. The total of fill cells in the finished design is 1083.

In this run the most used layer during global routing was met1. Summing over every cut layer, the via total after detailed routing is 3986. From bottom edge to top edge, the die measures approximately 110 um. The area of the mapped netlist is 0.003237 sq mm. The power per cell area is 23.39 mW/mm^2. The flip-flop and latch area is 0 sq um. met2 track demand over resource after global routing is between 30% and 40%. The final cell utilization of the core is 42.31%. The first-pass iteration count of the detailed router is 5.

The number of antenna diodes in the final layout is 0. The die is 105.9 um wide. Setup repair after global routing left no endpoint under its margin. The number of design rule violations left after detail routing is 0. The run finished with clean final reports. The area taken by multi-input combinational cells is reported as 0.003128 sq mm.

The synthesis-to-finish area growth is 35.56%. The sum of net half-perimeters after detailed placement is 10120 um. The routed design shows a via density per instance of roughly 5.6. The cell accounting for the most synthesized area is sky130_fd_sc_hd__ha_1. In this run the mean area of a mapped cell was roughly 6.6 sq um. The kind of start point of the critical path is an input pin. In the Yosys stats the netlist draws on 66 distinct library cells. The wire length of the first global-routing pass is 19360 um.

Looking at the gate-level netlist, the highest instance count belongs to sky130_fd_sc_hd__nand2_1. The total detailed-routing wirelength is between 10000 and 15000 um. The hold violation count in the final report is 0. The maximum fanout encountered on the critical timing path is approximately 40.

Sorting the synthesized cells by area gives the leading types as sky130_fd_sc_hd__ha_1, sky130_fd_sc_hd__nand2_1, sky130_fd_sc_hd__a21oi_1, sky130_fd_sc_hd__xnor2_1, sky130_fd_sc_hd__xor2_1. The signal on the critical path passes through clkdlybuf4s50_1 > buf_4 > nor3b_2 > buf_4 > nand2_1 > o21ai_0 > fa_1 > nand2b_1 > a211oi_1 > o21ai_0 > a31o_1 > or4_1 > nor4_1 > or4b_1 > nor4_1 > nand4b_1 > nor3_2 > clkdlybuf4s50_1. The core region is 0.01037 sq mm.

The highest clock rate is roughly 60 MHz. Looking at the VDD voltage map, the peak drop is 0.01129 mV. The measured slew at the worst slew-check pin is 875.4 ps. For this configuration, the core starts out at a cell density of 31.21%.

The largest individual stage delay along the critical path comes from the cell sky130_fd_sc_hd__or4_1. The max-capacitance violation count is 0. The critical setup path kind is in2out. In this run, the number of DRC markers left after iteration 0 of detailed routing was 255. The startpoint of the tightest hold check path is a[2].

Per the placement log, port buffering inserted 101 buffers. The layout has 0 clock buffers. The end-of-flow timing check tallies setup violations at 0.

Overall routing resource usage recorded by global route was 21.96%. For this run, the slowest stage of the critical path takes 520 ps. The number of antenna violations at the first check in global routing is 0.
## critical path, delay by kind of cell
| kind | cells | cell delay [ps] |
|---|---|---|
| adder cells (fa/ha/maj) | 1 | 470 |
| buffers and inverters | 4 | 1580 |
| AND/OR/NAND/NOR | 9 | 2790 |
| AND-OR/OR-AND | 4 | 1070 |
## cell type report
class | instances | area share, %
repair buffers | 105 | 23.72
well taps | 136 | 3.878
multi-input cells | 463 | 71.29
inverters | 13 | 1.112
## path summary, 6_finish.rpt
path | endpoint | slack [ps] | cells after the start
setup / recovery | zero | 9500 | 18
hold / removal | out_sig[2] | 11380 | 4
## where the power goes
| part | leakage, nW | total [W] | internal (W) | switching (W) |
|---|---|---|---|---|
| Combinational | 1.73 | 0.000103 | 0.0000488 | 0.0000539 |
| Sequential | 0 | 0 | 0 | 0 |
| Clock | 0 | 0 | 0 | 0 |
| Total | 1.73 | 0.000103 | 0.0000488 | 0.0000539 |
## layout by cell type (no fill, tap or decap), drive strengths merged, types with 5 or more instances in the layout
master         instances
nor2                  38
nor4                   7
nand2b                 8
and3                   6
and2                   7
ha                    34
a21o                  10
inv                   13
a31oi                  8
nand3                 10
a21oi                 47
o31ai                  6
nand2                 66
xnor2                 27
clkdlybuf4s50        101
or3                    8
nor3                  16
mux2i                  5
o21ai                 46
maj3                  24
nand4                  7
xor2                  25
## metal layers
metal | share of wire, % | vias up
met1 | 50 | 1827
met4 | 0.50 | 0
li1 | - | 2025
met5 | 0 | -
met3 | 6.4 | 4
met2 | 43 | 130
## logic make-up after synthesis
family                   count (synthesis)  share of synthesized area (%)
AND-OR/OR-AND                          158                          30.62
XOR/XNOR                                52                          14.30
adder cells (fa/ha/maj)                 59                          21.30
buffers and inverters                   29                          3.672
multiplexers                             5                          1.546
AND/OR/NAND/NOR                        189                          28.57
## stage by stage
step	cells	setup slack [ps]	hold WS (ps)	cell area, sq um	power (W)
after global routing	717	9040	11410	4388	0.0001130
final	717	9505	11380	4388	0.0001026
after floorplan	492	11330	10420	3237	0.00006219
after detailed placement	717	9524	11350	4388	0.0001009
after CTS	717	9525	11370	4388	0.0001017
after global placement	717	9687	11380	4388	0.0001015
No activity file was given, so power comes from the tool's default toggle rates.
